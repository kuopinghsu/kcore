**flow/config.mk**
```make
export PLATFORM = sky130hd
export DESIGN_NAME = uart
export DESIGN_NICKNAME = uart
export VERILOG_FILES = /design/flow/design.v
export SDC_FILE = /design/flow/constraint.sdc
export NUM_CORES = 4
export LEC_CHECK = 1
export CORE_UTILIZATION = 40
```
**flow/constraint.sdc**
```tcl
current_design uart

set clk_period 3.3
set clk_io_pct 0.2

create_clock -name clk0 -period $clk_period [get_ports {clk}]

set non_clock_inputs [all_inputs -no_clocks]
set_input_delay [expr $clk_period * $clk_io_pct] -clock clk0 $non_clock_inputs
set_output_delay [expr $clk_period * $clk_io_pct] -clock clk0 [all_outputs]
```
**flow/design.v**
```verilog
module uart #(
    parameter CLK_FREQ = 50_000_000,
    parameter BAUD_RATE = 115200
) (
    input  logic        clk,
    input  logic        rst_n,
    input  logic [31:0] axi_awaddr,
    input  logic        axi_awvalid,
    output logic        axi_awready,
    input  logic [31:0] axi_wdata,
    input  logic [3:0]  axi_wstrb,
    input  logic        axi_wvalid,
    output logic        axi_wready,
    output logic [1:0]  axi_bresp,
    output logic        axi_bvalid,
    input  logic        axi_bready,
    input  logic [31:0] axi_araddr,
    input  logic        axi_arvalid,
    output logic        axi_arready,
    output logic [31:0] axi_ardata,
    output logic [1:0]  axi_rresp,
    output logic        axi_rvalid,
    input  logic        axi_rready,
    output logic        uart_tx,
    input  logic        uart_rx
);
    localparam BAUD_DIV = CLK_FREQ / BAUD_RATE;
    logic [$clog2(BAUD_DIV)-1:0] baud_counter;
    logic baud_tick;
    logic [$clog2(BAUD_DIV)-1:0] rx_baud_counter;
    logic rx_baud_tick;
    typedef enum logic [2:0] {
        TX_IDLE,
        TX_START,
        TX_DATA,
        TX_STOP,
        TX_DONE
    } tx_state_t;
    tx_state_t tx_state;
    logic [7:0]  tx_data;
    logic [2:0]  tx_bit_count;
    logic        tx_busy;
    logic        tx_start;
    typedef enum logic [1:0] {
        RX_IDLE,
        RX_START,
        RX_DATA,
        RX_STOP
    } rx_state_t;
    rx_state_t rx_state;
    logic [7:0]  rx_data;
    logic [2:0]  rx_bit_count;
    logic        rx_data_ready;
    logic        rx_overrun;
    logic [7:0]  tx_fifo [16];
    logic [3:0]  tx_fifo_wr_ptr;
    logic [3:0]  tx_fifo_rd_ptr;
    logic [4:0]  tx_fifo_count;
    logic        tx_fifo_empty;
    logic        tx_fifo_full;
    assign tx_fifo_empty = (tx_fifo_count == 5'd0);
    assign tx_fifo_full = (tx_fifo_count == 5'd16);
    logic [7:0]  rx_fifo [16];
    logic [3:0]  rx_fifo_wr_ptr;
    logic [3:0]  rx_fifo_rd_ptr;
    logic [4:0]  rx_fifo_count;
    logic        rx_fifo_empty;
    logic        rx_fifo_full;
    assign rx_fifo_empty = (rx_fifo_count == 5'd0);
    assign rx_fifo_full = (rx_fifo_count == 5'd16);
    logic uart_rx_sync1, uart_rx_sync2;
    always_ff @(posedge clk or negedge rst_n) begin
        if (!rst_n) begin
            uart_rx_sync1 <= 1'b1;
            uart_rx_sync2 <= 1'b1;
        end else begin
            uart_rx_sync1 <= uart_rx;
            uart_rx_sync2 <= uart_rx_sync1;
        end
    end
    typedef enum logic [1:0] {
        WRITE_IDLE,
        WRITE_DATA,
        WRITE_RESP
    } write_state_t;
    write_state_t write_state;
    typedef enum logic [1:0] {
        READ_IDLE,
        READ_DATA
    } read_state_t;
    read_state_t read_state;
    always_ff @(posedge clk or negedge rst_n) begin
        if (!rst_n) begin
            baud_counter <= '0;
            baud_tick <= 1'b0;
        end else begin
            if (baud_counter == BAUD_DIV - 1) begin
                baud_counter <= '0;
                baud_tick <= 1'b1;
            end else begin
                baud_counter <= baud_counter + 1'b1;
                baud_tick <= 1'b0;
            end
        end
    end
    always_ff @(posedge clk or negedge rst_n) begin
        if (!rst_n) begin
            rx_baud_counter <= '0;
            rx_baud_tick <= 1'b0;
        end else begin
            if (rx_state == RX_IDLE && uart_rx_sync2 == 1'b0) begin
                rx_baud_counter <= (BAUD_DIV / 2);   
                rx_baud_tick <= 1'b0;
            end else begin
                if (rx_baud_counter == BAUD_DIV - 1) begin
                    rx_baud_counter <= '0;
                    rx_baud_tick <= 1'b1;
                end else begin
                    rx_baud_counter <= rx_baud_counter + 1'b1;
                    rx_baud_tick <= 1'b0;
                end
            end
        end
    end
    always_ff @(posedge clk or negedge rst_n) begin
        if (!rst_n) begin
            tx_fifo_wr_ptr <= 4'd0;
            tx_fifo_rd_ptr <= 4'd0;
            tx_fifo_count <= 5'd0;
        end else begin
            if (write_state == WRITE_DATA && axi_wvalid && axi_wready &&
                axi_awaddr[7:0] == 8'h00 && !tx_fifo_full) begin
                tx_fifo[tx_fifo_wr_ptr] <= axi_wdata[7:0];
                tx_fifo_wr_ptr <= tx_fifo_wr_ptr + 4'd1;
                if (!tx_start) begin
                    tx_fifo_count <= tx_fifo_count + 5'd1;
                end
            end
            if (tx_start && !tx_fifo_empty) begin
                tx_fifo_rd_ptr <= tx_fifo_rd_ptr + 4'd1;
                if (!(write_state == WRITE_DATA && axi_wvalid && axi_wready &&
                      axi_awaddr[7:0] == 8'h00 && !tx_fifo_full)) begin
                    tx_fifo_count <= tx_fifo_count - 5'd1;
                end
            end
        end
    end
    always_ff @(posedge clk or negedge rst_n) begin
        if (!rst_n) begin
            tx_state <= TX_IDLE;
            tx_data <= 8'd0;
            tx_bit_count <= 3'd0;
            tx_busy <= 1'b0;
            tx_start <= 1'b0;
            uart_tx <= 1'b1;
        end else begin
            tx_start <= 1'b0;
            case (tx_state)
                TX_IDLE: begin
                    uart_tx <= 1'b1;
                    tx_busy <= 1'b0;
                    if (!tx_fifo_empty) begin
                        tx_data <= tx_fifo[tx_fifo_rd_ptr];
                        tx_start <= 1'b1;
                        tx_busy <= 1'b1;
                        tx_state <= TX_START;
                    end
                end
                TX_START: begin
                    if (baud_tick) begin
                        uart_tx <= 1'b0;   
                        tx_bit_count <= 3'd0;
                        tx_state <= TX_DATA;
                    end
                end
                TX_DATA: begin
                    if (baud_tick) begin
                        uart_tx <= tx_data[tx_bit_count];
                        if (tx_bit_count == 3'd7) begin
                            tx_state <= TX_STOP;
                        end else begin
                            tx_bit_count <= tx_bit_count + 3'd1;
                        end
                    end
                end
                TX_STOP: begin
                    if (baud_tick) begin
                        uart_tx <= 1'b1;   
                        tx_state <= TX_DONE;
                    end
                end
                TX_DONE: begin
                    if (baud_tick) begin
                        tx_state <= TX_IDLE;
                    end
                end
                default: tx_state <= TX_IDLE;
            endcase
        end
    end
    always_ff @(posedge clk or negedge rst_n) begin
        if (!rst_n) begin
            rx_fifo_wr_ptr <= 4'd0;
            rx_fifo_rd_ptr <= 4'd0;
            rx_fifo_count <= 5'd0;
            rx_overrun <= 1'b0;
        end else begin
            if (rx_data_ready && !rx_fifo_full) begin
                rx_fifo[rx_fifo_wr_ptr] <= rx_data;
                rx_fifo_wr_ptr <= rx_fifo_wr_ptr + 4'd1;
                if (!(read_state == READ_DATA && axi_rvalid && axi_rready &&
                      axi_araddr[7:0] == 8'h00 && !rx_fifo_empty)) begin
                    rx_fifo_count <= rx_fifo_count + 5'd1;
                end
            end else if (rx_data_ready && rx_fifo_full) begin
                rx_overrun <= 1'b1;
            end
            if (read_state == READ_DATA && axi_rvalid && axi_rready &&
                axi_araddr[7:0] == 8'h00 && !rx_fifo_empty) begin
                rx_fifo_rd_ptr <= rx_fifo_rd_ptr + 4'd1;
                if (!(rx_data_ready && !rx_fifo_full)) begin
                    rx_fifo_count <= rx_fifo_count - 5'd1;
                end
            end
            if (read_state == READ_DATA && axi_rvalid && axi_rready &&
                axi_araddr[7:0] == 8'h04) begin
                rx_overrun <= 1'b0;
            end
        end
    end
    logic rx_sampling;   
    always_ff @(posedge clk or negedge rst_n) begin
        if (!rst_n) begin
            rx_state <= RX_IDLE;
            rx_data <= 8'd0;
            rx_bit_count <= 3'd0;
            rx_data_ready <= 1'b0;
            rx_sampling <= 1'b0;
        end else begin
            rx_data_ready <= 1'b0;
            case (rx_state)
                RX_IDLE: begin
                    rx_sampling <= 1'b0;
                    if (uart_rx_sync2 == 1'b0 && !rx_sampling) begin
                        rx_bit_count <= 3'd0;
                        rx_sampling <= 1'b1;
                        rx_state <= RX_START;
                    end
                end
                RX_START: begin
                    if (rx_baud_tick) begin
                        rx_state <= RX_DATA;
                    end
                end
                RX_DATA: begin
                    if (rx_baud_tick) begin
                        rx_data[rx_bit_count] <= uart_rx_sync2;
                        if (rx_bit_count == 3'd7) begin
                            rx_state <= RX_STOP;
                        end else begin
                            rx_bit_count <= rx_bit_count + 3'd1;
                        end
                    end
                end
                RX_STOP: begin
                    if (rx_baud_tick) begin
                        if (uart_rx_sync2 == 1'b1) begin
                            rx_data_ready <= 1'b1;
                        end
                        rx_state <= RX_IDLE;
                    end
                end
                default: rx_state <= RX_IDLE;
            endcase
        end
    end
    logic [31:0] write_addr_reg;
    always_ff @(posedge clk or negedge rst_n) begin
        if (!rst_n) begin
            write_state <= WRITE_IDLE;
            write_addr_reg <= 32'd0;
            axi_awready <= 1'b0;
            axi_wready <= 1'b0;
            axi_bresp <= 2'b00;
            axi_bvalid <= 1'b0;
        end else begin
            case (write_state)
                WRITE_IDLE: begin
                    axi_awready <= 1'b1;
                    axi_wready <= 1'b0;
                    axi_bvalid <= 1'b0;
                    if (axi_awvalid && axi_awready) begin
                        write_addr_reg <= axi_awaddr;
                        axi_awready <= 1'b0;
                        write_state <= WRITE_DATA;
                    end
                end
                WRITE_DATA: begin
                    axi_wready <= 1'b1;
                    if (axi_wvalid && axi_wready) begin
                        axi_wready <= 1'b0;
                        write_state <= WRITE_RESP;
                    end
                end
                WRITE_RESP: begin
                    axi_bresp <= 2'b00;   
                    axi_bvalid <= 1'b1;
                    if (axi_bvalid && axi_bready) begin
                        axi_bvalid <= 1'b0;
                        write_state <= WRITE_IDLE;
                    end
                end
                default: write_state <= WRITE_IDLE;
            endcase
        end
    end
    always_ff @(posedge clk or negedge rst_n) begin
        if (!rst_n) begin
            read_state <= READ_IDLE;
            axi_arready <= 1'b0;
            axi_ardata <= 32'd0;
            axi_rresp <= 2'b00;
            axi_rvalid <= 1'b0;
        end else begin
            case (read_state)
                READ_IDLE: begin
                    axi_arready <= 1'b1;
                    axi_rvalid <= 1'b0;
                    if (axi_arvalid && axi_arready) begin
                        axi_arready <= 1'b0;
                        read_state <= READ_DATA;
                        case (axi_araddr[7:0])
                            8'h00: begin
                                if (!rx_fifo_empty) begin
                                    axi_ardata <= {24'd0, rx_fifo[rx_fifo_rd_ptr]};
                                end else begin
                                    axi_ardata <= 32'd0;
                                end
                            end
                            8'h04: begin
                                axi_ardata <= {28'd0, rx_overrun, !rx_fifo_empty, tx_fifo_full, tx_busy};
                            end
                            default: axi_ardata <= 32'd0;
                        endcase
                    end
                end
                READ_DATA: begin
                    axi_rresp <= 2'b00;   
                    axi_rvalid <= 1'b1;
                    if (axi_rvalid && axi_rready) begin
                        axi_rvalid <= 1'b0;
                        read_state <= READ_IDLE;
                    end
                end
                default: read_state <= READ_IDLE;
            endcase
        end
    end
endmodule
```
**flow/run.sh**
```bash
#!/bin/bash
# OpenROAD 26Q1-2900-gdf79404cd8, Yosys 0.63+post, stock flow scripts
make -C /OpenROAD-flow-scripts/flow DESIGN_CONFIG=/design/flow/config.mk WORK_HOME=/design/flow/orfs finish
```
==> flow_metrics.env <==
# implementation run metrics
export IMPL_finalCritPeriodShare_pct=79.6
export IMPL_seq_power_share_pct=53.5
export IMPL_dp_hpwl_microns=22000
export IMPL_critPathKind="flop to flop"
export IMPL_path_cells="inv_1, ha_1, buf_4, a221oi_1, o22ai_1, or4_1, a21o_1"
export IMPL_warnings=122
export IMPL_synthArstFlopShare_pct=28.7
export IMPL_cpMaxStageDelayCell="or4_1"
export IMPL_ff_type="edfxtp_1"
export IMPL_yosys_warnings=3
export IMPL_total_power_mw=9.02
export IMPL_grt_pass1_wl_microns=54400
export IMPL_fp_util_pct=40.5
export IMPL_clock_sinks=359
export IMPL_slew_headroom_pct=49.0
export IMPL_grt_overflow=0
export IMPL_ys_sh_mux_pct=3.39
export IMPL_min_path_type="flop to flop"
export IMPL_grt_pass1_vias=9562
export IMPL_coreArea_sq_um=37600
export IMPL_avgViaCountPerCell=5.38
export IMPL_track_usage_pct=19.6
export IMPL_design_area_sq_um=17600
export IMPL_rows=71
export IMPL_grt_max_degree=49
export IMPL_syn_area_sq_um=15200
export IMPL_pwr_share_comb_pct=1.1
export IMPL_ys_seq_share_pct=67.5
export IMPL_final_antenna_net_count=0
export IMPL_cp_depth=7
export IMPL_finalSetupViolations=0
export IMPL_place_area_sq_um=16400
export IMPL_cts_buffers=39
export IMPL_ys_area_sq_um=15200
export IMPL_cp_top_family="AND-OR/OR-AND gates"
export IMPL_routed_wl_microns=34200
export IMPL_hold_viol_final=0
export IMPL_clk_pin_slew_ns=0.06
export IMPL_yosys_cells=1110
export IMPL_synth_cell_type_count=76
export IMPL_r2r_cells=7
export IMPL_critPathMaxStageDelay_ns=0.55
export IMPL_post_route_cells_drive_above_1_share_pct=12.1
export IMPL_startpoint_type="flop"
export IMPL_ys_sh_simple_pct=9.09
export IMPL_vias=9360
export IMPL_period_minus_slack_ns=2.63
export IMPL_crit_required_ns=3.73
export IMPL_io_pins=150
export IMPL_powerDensity_nw_per_um2=511
export IMPL_dr_pass1_iters=6
export IMPL_arrival_ns=3.06
export IMPL_ys_top_logic_family="AND-OR/OR-AND gates"
export IMPL_cts_tree="done"
export IMPL_tns_ns=0
export IMPL_ys_seq_elements=359
export IMPL_worst_pin_slew_ns=0.765
export IMPL_peakVddDrop_uv=337
export IMPL_fp_dieW_microns=197
export IMPL_aoi_share_pct=11.9
export IMPL_drv_cap=0
export IMPL_p_leak_nw=6.60
export IMPL_p_int_mw=7.20
export IMPL_final_setup_skew_ns=0.0182
export IMPL_drt_iter0_drc=513
export IMPL_gp_congestion=0.876
export IMPL_clockPowerShare_pct=45.4
export IMPL_max_freq_ghz=0.381
export IMPL_crit_buf_inv=2
export IMPL_netlist_instances=1110
export IMPL_synthXorXnorAreaFrac_pct=1.67
export IMPL_area_delta_synth_final_pct=15.9
export IMPL_h_tree_depth=2
export IMPL_clkLatencyLatePin_ns=0.54
export IMPL_cts_buffer_depth=3
export IMPL_io_buffers=45
export IMPL_maxSlewViolCount=0
export IMPL_critPathMaxFanout=15
export IMPL_ys_sh_adder_pct=2.78
export IMPL_drc=0
export IMPL_antenna_found_initial=0
export IMPL_whs_path_depth=0
export IMPL_fp_dieH_microns=197
export IMPL_routedWlPerCell_microns=19.6
export IMPL_edf_count=256
export IMPL_clock_root_buffer="clkbuf_16"
export IMPL_crit_path_end_kind="flop"
export IMPL_swShare_pct=20.2
export IMPL_p_sw_mw=1.82
export IMPL_status="finished, final reports clean"
export IMPL_rsz0062_at_grt="no"
export IMPL_syn_area_per_cell_sq_um=13.7
export IMPL_die_area_sq_um=38800
export IMPL_antenna_cells=0
## through the flow
step | cells | hold WS [ns] | setup slack (ns) | util (%)
2_1_floorplan | 1137 | 0.345 | 0.909 | -
3_3_place_gp | 1667 | 0.346 | 0.258 | 43.7
3_5_place_dp | 1667 | 0.347 | 0.235 | 43.7
4_1_cts | 1739 | 0.351 | 0.626 | 46.9
5_1_grt | 1739 | 0.355 | 0.487 | 46.9
6_report | 1739 | 0.351 | 0.675 | 46.9
## worst reg2reg max path: cells and delay by family (launching register included)
family	cells	cell delay [ns]
compound gates	3	0.65
fa+ha+maj	1	0.48
flops	1	0.41
simple gates	1	0.55
buf+inv	2	0.42
## cells in the final DEF, fill, tap and decap left out, types with 14 or more instances in the layout
| cell | instances |
|---|---|
| xnor2_1 | 21 |
| buf_4 | 53 |
| nor3_1 | 15 |
| inv_1 | 30 |
| clkbuf_16 | 40 |
| o21ai_0 | 58 |
| a22o_1 | 18 |
| nand2_1 | 83 |
| a221oi_1 | 14 |
| o22ai_1 | 15 |
| mux2i_1 | 28 |
| and2_1 | 19 |
| nor2_1 | 52 |
| edfxtp_1 | 256 |
| nand3_1 | 40 |
| dfrtp_1 | 95 |
| ha_1 | 33 |
| a22oi_1 | 35 |
| clkdlybuf4s50_1 | 44 |
| conb_1 | 28 |
| a21oi_1 | 31 |
## registers in the layout, indices dropped and copies added (netlist names), 2 cells and up, named ones only
name             flops
tx_fifo_count        4
rx_fifo            128
rx_baud_counter      9
tx_data              8
write_state          3
tx_bit_count         3
tx_state             4
tx_fifo_wr_ptr       4
read_state           2
rx_fifo_wr_ptr       4
rx_fifo_rd_ptr       4
baud_counter         9
rx_data              8
axi_ardata           8
tx_fifo_rd_ptr       4
rx_state             4
rx_fifo_count        4
rx_bit_count         3
tx_fifo            128
## worst paths after layout
path,from,to,slack [ns]
max,rx_fifo_rd_ptr[0],axi_ardata[3],0.67
min,uart_rx_sync1,uart_rx_sync2,0.35
max reg2reg,rx_fifo_rd_ptr[0],axi_ardata[3],0.67
min reg2reg,uart_rx_sync1,uart_rx_sync2,0.35
max in group asynchronous,rst_n,rx_baud_counter[1],1.91
min in group asynchronous,rst_n,rx_fifo_wr_ptr[3],0.52
## kinds of logic after synthesis
| group | count (synthesis) |
|---|---|
| muxes | 44 |
| adders and majority gates | 34 |
| other | 1 |
| buffers and inverters | 111 |
| DFF | 359 |
| AOI/OAI and AO/OA | 257 |
| xor gates and xnor gates | 29 |
| and+or+nand+nor | 275 |
## power by group through the flow
stage | Clock, mW | Sequential (mW) | Combinational (mW)
after CTS | 4.18 | 4.82 | 0.100
after global routing | 4.36 | 4.82 | 0.111
final | 4.10 | 4.82 | 0.0967
## synth_stat cells, drive strengths merged (14+ instances only)
library cell	n	area, sq um
a22oi	35	263
ha	33	413
buf	52	329
dfrtp	96	2400
a22o	18	158
a221oi	14	123
edfxtp	256	7690
o21ai	58	290
a21oi	31	155
nor2	53	201
nand2	83	312
and2	19	119
nand3	40	200
mux2i	28	280
inv	30	113
nor3	15	75.1
clkbuf	29	109
xnor2	21	184
o22ai	15	93.8
## repair_timing
item	4_1_cts	5_1_grt
setup buffers	0	0
gates resized	0	0
hold buffers	1	0
hold endpoints to repair	8	0
## area by class of cell
| class | count | area (sq um) |
|---|---|---|
| sequential | 359 | 10300 |
| clock buffer | 52 | 1060 |
| timing repair buffer | 101 | 908 |
| multi-input combinational | 667 | 4500 |
| inverter | 30 | 113 |
| tap | 511 | 639 |
| fill | 3185 | 19900 |
| clock inverter | 19 | 146 |
## per-layer routing
metal | GRT usage [%] | share of wire, % | vias to the layer above
met5 | 0 | 0 | -
met4 | 3.22 | 1.9 | 0
met3 | 9.97 | 12 | 51
met2 | 29.0 | 46 | 408
met1 | 27.8 | 41 | 4535
li1 | - | - | 4366
Power and IR drop assume default switching activity.
