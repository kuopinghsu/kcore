===== ./run.sh =====
#!/bin/bash
# OpenROAD 26Q1-2900-gdf79404cd8, Yosys 0.63+post, stock flow scripts
make -C /OpenROAD-flow-scripts/flow DESIGN_CONFIG=/design/flow/config.mk WORK_HOME=/design/flow/orfs finish

===== ./config.mk =====
export PLATFORM = sky130hd
export DESIGN_NAME = clint
export DESIGN_NICKNAME = clint
export VERILOG_FILES = /design/flow/design.v
export SDC_FILE = /design/flow/constraint.sdc
export NUM_CORES = 4
export LEC_CHECK = 1
export CORE_UTILIZATION = 30

===== ./constraint.sdc =====
current_design clint

set clk_period 8.0
set clk_io_pct 0.2

create_clock -name clk0 -period $clk_period [get_ports {clk}]

set non_clock_inputs [all_inputs -no_clocks]
set_input_delay [expr $clk_period * $clk_io_pct] -clock clk0 $non_clock_inputs
set_output_delay [expr $clk_period * $clk_io_pct] -clock clk0 [all_outputs]

===== ./design.v =====
module clint (
    input  logic        clk,
    input  logic        rst_n,
    input  logic [31:0] axi_awaddr,
    input  logic        axi_awvalid,
    output logic        axi_awready,
    input  logic [31:0] axi_wdata,
    input  logic [3:0]  axi_wstrb,
    input  logic        axi_wvalid,
    output logic        axi_wready,
    output logic [1:0]  axi_bresp,
    output logic        axi_bvalid,
    input  logic        axi_bready,
    input  logic [31:0] axi_araddr,
    input  logic        axi_arvalid,
    output logic        axi_arready,
    output logic [31:0] axi_ardata,
    output logic [1:0]  axi_rresp,
    output logic        axi_rvalid,
    input  logic        axi_rready,
    output logic        timer_irq,
    output logic        software_irq
);
    logic [63:0] mtime;
    logic [63:0] mtimecmp;
    logic        msip;
    typedef enum logic [1:0] {
        WRITE_IDLE,
        WRITE_ADDR,
        WRITE_DATA,
        WRITE_RESP
    } write_state_t;
    write_state_t write_state;
    typedef enum logic [1:0] {
        READ_IDLE,
        READ_ADDR,
        READ_DATA
    } read_state_t;
    read_state_t read_state;
    logic [31:0] write_addr_reg;
    logic [31:0] write_data_reg;
    logic [3:0]  write_strb_reg;
    always_ff @(posedge clk or negedge rst_n) begin
        if (!rst_n) begin
            mtime <= 64'd0;
        end else begin
            mtime <= mtime + 64'd1;
        end
    end
    assign timer_irq = (mtime >= mtimecmp);
    assign software_irq = msip;
    always_ff @(posedge clk or negedge rst_n) begin
        if (!rst_n) begin
            write_state <= WRITE_IDLE;
            write_addr_reg <= 32'd0;
            write_data_reg <= 32'd0;
            write_strb_reg <= 4'd0;
            axi_awready <= 1'b0;
            axi_wready <= 1'b0;
            axi_bresp <= 2'b00;
            axi_bvalid <= 1'b0;
            mtimecmp <= 64'hFFFF_FFFF_FFFF_FFFF;
            msip <= 1'b0;
        end else begin
            case (write_state)
                WRITE_IDLE: begin
                    axi_awready <= 1'b1;
                    axi_wready <= 1'b0;
                    axi_bvalid <= 1'b0;
                    if (axi_awvalid && axi_awready) begin
                        write_addr_reg <= axi_awaddr;
                        axi_awready <= 1'b0;
                        write_state <= WRITE_DATA;
                    end
                end
                WRITE_DATA: begin
                    axi_wready <= 1'b1;
                    if (axi_wvalid && axi_wready) begin
                        write_data_reg <= axi_wdata;
                        write_strb_reg <= axi_wstrb;
                        axi_wready <= 1'b0;
                        case (write_addr_reg[15:0])
                            16'h0000: begin   
                                if (axi_wstrb[0]) msip <= axi_wdata[0];
                            end
                            16'h4000: begin   
                                if (axi_wstrb[0]) mtimecmp[7:0] <= axi_wdata[7:0];
                                if (axi_wstrb[1]) mtimecmp[15:8] <= axi_wdata[15:8];
                                if (axi_wstrb[2]) mtimecmp[23:16] <= axi_wdata[23:16];
                                if (axi_wstrb[3]) mtimecmp[31:24] <= axi_wdata[31:24];
                            end
                            16'h4004: begin   
                                if (axi_wstrb[0]) mtimecmp[39:32] <= axi_wdata[7:0];
                                if (axi_wstrb[1]) mtimecmp[47:40] <= axi_wdata[15:8];
                                if (axi_wstrb[2]) mtimecmp[55:48] <= axi_wdata[23:16];
                                if (axi_wstrb[3]) mtimecmp[63:56] <= axi_wdata[31:24];
                            end
                            16'hBFF8: begin   
                                if (axi_wstrb[0]) mtime[7:0] <= axi_wdata[7:0];
                                if (axi_wstrb[1]) mtime[15:8] <= axi_wdata[15:8];
                                if (axi_wstrb[2]) mtime[23:16] <= axi_wdata[23:16];
                                if (axi_wstrb[3]) mtime[31:24] <= axi_wdata[31:24];
                            end
                            16'hBFFC: begin   
                                if (axi_wstrb[0]) mtime[39:32] <= axi_wdata[7:0];
                                if (axi_wstrb[1]) mtime[47:40] <= axi_wdata[15:8];
                                if (axi_wstrb[2]) mtime[55:48] <= axi_wdata[23:16];
                                if (axi_wstrb[3]) mtime[63:56] <= axi_wdata[31:24];
                            end
                            default: begin
                            end
                        endcase
                        write_state <= WRITE_RESP;
                    end
                end
                WRITE_RESP: begin
                    axi_bresp <= 2'b00;   
                    axi_bvalid <= 1'b1;
                    if (axi_bvalid && axi_bready) begin
                        axi_bvalid <= 1'b0;
                        write_state <= WRITE_IDLE;
                    end
                end
                default: write_state <= WRITE_IDLE;
            endcase
        end
    end
    always_ff @(posedge clk or negedge rst_n) begin
        if (!rst_n) begin
            read_state <= READ_IDLE;
            axi_arready <= 1'b0;
            axi_ardata <= 32'd0;
            axi_rresp <= 2'b00;
            axi_rvalid <= 1'b0;
        end else begin
            case (read_state)
                READ_IDLE: begin
                    axi_arready <= 1'b1;
                    axi_rvalid <= 1'b0;
                    if (axi_arvalid && axi_arready) begin
                        axi_arready <= 1'b0;
                        read_state <= READ_DATA;
                        case (axi_araddr[15:0])
                            16'h0000: axi_ardata <= {31'd0, msip};
                            16'h4000: axi_ardata <= mtimecmp[31:0];
                            16'h4004: axi_ardata <= mtimecmp[63:32];
                            16'hBFF8: axi_ardata <= mtime[31:0];
                            16'hBFFC: axi_ardata <= mtime[63:32];
                            default: axi_ardata <= 32'd0;
                        endcase
                    end
                end
                READ_DATA: begin
                    axi_rresp <= 2'b00;   
                    axi_rvalid <= 1'b1;
                    if (axi_rvalid && axi_rready) begin
                        axi_rvalid <= 1'b0;
                        read_state <= READ_IDLE;
                    end
                end
                default: read_state <= READ_IDLE;
            endcase
        end
    end
endmodule

==> impl_metrics.ini <==
; implementation run metrics
[status]
run_status = aborted with a tool error
error = ERROR: Found 64 problems in 'check -assert'.
haltStage = synthesis (1_2_yosys)

[yosys]
ys.flops = 251
synth_top_flop_cell = dfrtp_1
post-synth-top-area-cell = dfrtp_1
synthArstFlopShare_pct = 74.5
ys_seq_share_pct = 55.8
ys_area_mm2 = 0.0120
yosys_warnings = 1
edf_count = 64
synth_top_area_share_pct = 25.3
topCellsByArea = dfrtp_1 25%, edfxtp_1 16%, dfstp_2 14%
synth_stat.cells = 1010
synth_cell_types = 51
==> cells by family after synthesis <==
| kind of cell | Yosys count | synth area share [%] |
|---|---|---|
| other cells | 1 | 0.0313 |
| flops | 251 | 55.8 |
| simple gates | 276 | 11.6 |
| buf+inv | 108 | 3.58 |
| fa+ha+maj | 65 | 6.79 |
| mux | 114 | 10.4 |
| xor+xnor | 62 | 4.53 |
| compound gates | 133 | 7.22 |
==> Yosys cell counts, types with 4 or more instances <==
cell	count
a21o_1	13
a21oi_1	30
a221oi_1	31
and3_1	8
and4_1	5
buf_4	4
clkbuf_1	21
dfrtp_1	121
dfstp_2	66
edfxtp_1	64
ha_1	65
inv_1	78
mux2_2	81
mux2i_1	33
nand2_1	81
nand3_1	36
nand4_1	33
nand4_2	4
nor2_1	66
nor3_1	14
nor4_1	11
o21ai_0	43
xnor2_1	42
xor2_1	20
